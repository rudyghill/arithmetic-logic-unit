[./run.sh]
#!/bin/bash
# OpenROAD 26Q1-2900-gdf79404cd8, Yosys 0.63+post, stock flow scripts
make -C /OpenROAD-flow-scripts/flow DESIGN_CONFIG=/design/flow/config.mk WORK_HOME=/design/flow/orfs finish
[./config.mk]
export PLATFORM = sky130hd
export DESIGN_NAME = DE10_LITE_Golden_Top
export DESIGN_NICKNAME = DE10_LITE_Golden_Top
export VERILOG_FILES = /design/flow/design.v
export SDC_FILE = /design/flow/constraint.sdc
export NUM_CORES = 4
export LEC_CHECK = 1
export CORE_UTILIZATION = 50
[./design.v]
module ARITHMETIC(NUMBER, OP, F);
	input [7:0] NUMBER;
	input [1:0] OP;
	output [9:0] F;
	wire [39:0] W;
	ADD A1(NUMBER[7:4],NUMBER[3:0],W[39:30]);
	SUB S1(NUMBER[7:4],NUMBER[3:0],W[29:20]);
	MULT M1(NUMBER[7:0],W[19:10]);
	DIV D1(NUMBER[7:0],W[9:0]);
	MULTIPLEXER M3(OP,W[39:30],W[29:20],W[19:10],W[9:0],F);
endmodule
module MULT(A,product);
	input [7:0] A; 
	output [9:0] product;
	assign product[7:0] = A << 1;
	assign product[8] = 0;
	assign product[9] = A[7];
endmodule
module DIV(A,quotient);
	input [7:0] A;
	output [9:0] quotient;
	assign quotient[7:0] = A >> 1;
	assign quotient[8] = 0;
	assign quotient[9] = A[0];
endmodule
module ADD(A, B, sum);
	parameter n = 4;
	input [n-1:0] A,B;
	output [9:0] sum;
	wire [n:0] C;
	genvar i;
	assign C[0] = 0;
	generate
		for (i = 0; i < n; i = i+1)
		begin:addbit
			full_add stage(A[i],B[i],C[i],sum[i],C[i+1]);
		end
	endgenerate
	assign sum[n] = C[n];
	assign sum[8:5] = 4'b0000;
	assign sum[9] = C[n];
endmodule
module SUB(X,Y,difference);
	parameter n = 4;
	input [n-1:0] X,Y;
	wire [9:0] DP;
	wire [9:0] DN;
	wire [9:0] DN2;
	reg [n-1:0] temp;
	output reg [9:0] difference;
	wire [n:0] B;
	integer k;
	genvar i;
	assign B[0] = 0;
	generate
		for (i = 0; i < n; i = i+1)
		begin:subtractbit
			full_subtract stage(X[i],Y[i],B[i],DP[i],B[i+1]);
		end
	endgenerate
	always @*
	begin	
		for (k=0; k<n; k=k+1)
		begin
			temp[k] = ~DP[k];
		end
	end
	ADD A2(temp[n-1:0], 4'b0001, DN[9:0]);
	assign DN2[8:0] = DN[8:0];
	assign DN2[9] = 1;
	assign DP[8:n]= 5'b00000;
	assign DP[9]=0;
	always @*
		case(B[n])
			1'b0: difference = DP;
			1'b1: difference = DN2;
		endcase
endmodule
module full_add(input A, input B, input C0, output sum, output C1);
	assign sum = A^B^C0;
	assign C1 = (A&B)|(A&C0)|(B&C0);
endmodule
module full_subtract(input A, input B, input B0, output difference, output B1);
	assign difference = A^B^B0;
	assign B1 = (~A&B)|(~A&B0)|(B&B0);
endmodule
module COMPARISON(NUMBER, OP, F);
	input [7:0] NUMBER;
	input [1:0] OP;
	output [9:0] F;
	wire [39:0] W;
	EQUAL E1(NUMBER[7:4],NUMBER[3:0],W[39:30]);
	GREATER G1(NUMBER[7:4],NUMBER[3:0],W[29:20]);
	LESSER L1(NUMBER[7:4],NUMBER[3:0],W[19:10]);
	MAX M1(NUMBER[7:4],NUMBER[3:0],W[9:0]);
	MULTIPLEXER M2(OP,W[39:30],W[29:20],W[19:10],W[9:0],F);
endmodule
module EQUAL(A,B,F);
	input [3:0] A,B;
	output reg [9:0] F;
	always @*
	begin
		if(A == B)
			F[0] = 1;
		else
			F[0] = 0;
		F[9:1] = 9'b000000000;
	end
endmodule
module GREATER(A,B,F);
	input [3:0] A,B;
	output reg [9:0] F;
	always @*
	begin
		if(A > B)
			F[0] = 1;
		else
			F[0] = 0;
		F[9:1] = 9'b000000000;
	end
endmodule
module LESSER(A,B,F);
	input [3:0] A,B;
	output reg [9:0] F;
	always @*
	begin
		if(A < B)
			F[0] = 1;
		else
			F[0] = 0;
		F[9:1] = 9'b000000000;
	end
endmodule
module MAX(A,B,F);
	input [3:0] A,B;
	wire [6:0] i;
	output [9:0] F;
	assign i[0] = A[3] & ~B[3];
	assign i[1] = ~(A[3]^B[3]);
	assign i[2] = (i[1]&A[2]& ~B[2])|i[0];
	assign i[3] = i[1] & ~(A[2]^B[2]);
	assign i[4] = (i[3]&A[1]& ~B[1])|i[2];
	assign i[5] = i[3] & ~(A[1]^B[1]);
	assign i[6] = (i[5]&A[0]& ~B[0])|i[4];
	assign F[0] = (i[6]&A[0])|(~i[6]&B[0]);
	assign F[1] = (i[6]&A[1])|(~i[6]&B[1]);
	assign F[2] = (i[6]&A[2])|(~i[6]&B[2]);
	assign F[3] = A[3]|B[3];
	assign F[9:4] = 6'b000000;
endmodule
module DE10_LITE_Golden_Top(
	input 		          		ADC_CLK_10,
	input 		          		MAX10_CLK1_50,
	input 		          		MAX10_CLK2_50,
	output		    [12:0]		DRAM_ADDR,
	output		     [1:0]		DRAM_BA,
	output		          		DRAM_CAS_N,
	output		          		DRAM_CKE,
	output		          		DRAM_CLK,
	output		          		DRAM_CS_N,
	inout 		    [15:0]		DRAM_DQ,
	output		          		DRAM_LDQM,
	output		          		DRAM_RAS_N,
	output		          		DRAM_UDQM,
	output		          		DRAM_WE_N,
	output		     [7:0]		HEX0,
	output		     [7:0]		HEX1,
	output		     [7:0]		HEX2,
	output		     [7:0]		HEX3,
	output		     [7:0]		HEX4,
	output		     [7:0]		HEX5,
	input 		     [1:0]		KEY,
	output		     [9:0]		LEDR,
	input 		     [9:0]		SW,
	output		     [3:0]		VGA_B,
	output		     [3:0]		VGA_G,
	output		          		VGA_HS,
	output		     [3:0]		VGA_R,
	output		          		VGA_VS,
	output		          		GSENSOR_CS_N,
	input 		     [2:1]		GSENSOR_INT,
	output		          		GSENSOR_SCLK,
	inout 		          		GSENSOR_SDI,
	inout 		          		GSENSOR_SDO,
	inout 		    [15:0]		ARDUINO_IO,
	inout 		          		ARDUINO_RESET_N,
	inout 		    [35:0]		GPIO
);
assign HEX2 = 8'b11111111;
assign HEX3 = 8'b11111111;
assign HEX4 = 8'b11111111;
Project1_top P1(KEY[1:0],SW[9:8],SW[7:0],LEDR[9:0],HEX0[7:0],HEX1[7:0],HEX5[7:0],ADC_CLK_10,);
endmodule
module LOGIC(NUMBER, OP, F);
	input [7:0] NUMBER;
	input [1:0] OP;
	output [9:0] F;
	wire [39:0] W;
	MY_AND A1(NUMBER[7:4],NUMBER[3:0],W[39:30]);
	MY_OR O1(NUMBER[7:4],NUMBER[3:0],W[29:20]);
	MY_EXOR E1(NUMBER[7:4],NUMBER[3:0],W[19:10]);
	MY_NOT N1(NUMBER[7:0],W[9:0]);
	assign F[0] = (~OP[0]&~OP[1]&W[30])|(OP[0]&~OP[1]&W[20])|(~OP[0]&OP[1]&W[10])|(OP[0]&OP[1]&W[0]);
	assign F[1] = (~OP[0]&~OP[1]&W[31])|(OP[0]&~OP[1]&W[21])|(~OP[0]&OP[1]&W[11])|(OP[0]&OP[1]&W[1]);
	assign F[2] = (~OP[0]&~OP[1]&W[32])|(OP[0]&~OP[1]&W[22])|(~OP[0]&OP[1]&W[12])|(OP[0]&OP[1]&W[2]);
	assign F[3] = (~OP[0]&~OP[1]&W[33])|(OP[0]&~OP[1]&W[23])|(~OP[0]&OP[1]&W[13])|(OP[0]&OP[1]&W[3]);
	assign F[4] = (~OP[0]&~OP[1]&W[34])|(OP[0]&~OP[1]&W[24])|(~OP[0]&OP[1]&W[14])|(OP[0]&OP[1]&W[4]);
	assign F[5] = (~OP[0]&~OP[1]&W[35])|(OP[0]&~OP[1]&W[25])|(~OP[0]&OP[1]&W[15])|(OP[0]&OP[1]&W[5]);
	assign F[6] = (~OP[0]&~OP[1]&W[36])|(OP[0]&~OP[1]&W[26])|(~OP[0]&OP[1]&W[16])|(OP[0]&OP[1]&W[6]);
	assign F[7] = (~OP[0]&~OP[1]&W[37])|(OP[0]&~OP[1]&W[27])|(~OP[0]&OP[1]&W[17])|(OP[0]&OP[1]&W[7]);
	assign F[8] = (~OP[0]&~OP[1]&W[38])|(OP[0]&~OP[1]&W[28])|(~OP[0]&OP[1]&W[18])|(OP[0]&OP[1]&W[8]);
	assign F[9] = (~OP[0]&~OP[1]&W[39])|(OP[0]&~OP[1]&W[29])|(~OP[0]&OP[1]&W[19])|(OP[0]&OP[1]&W[9]);
endmodule
module MY_AND(A,B,F);
	input [3:0] A,B;
	output [9:0] F;
	assign F[0] = A[0] & B[0];
	assign F[1] = A[1] & B[1];
	assign F[2] = A[2] & B[2];
	assign F[3] = A[3] & B[3];
	assign F[9:4] = 6'b000000;
endmodule
module MY_OR(A,B,F);
	input [3:0] A,B;
	output [9:0] F;
	assign F[0] = A[0]|B[0];
	assign F[1] = A[1]|B[1];
	assign F[2] = A[2]|B[2];
	assign F[3] = A[3]|B[3];
	assign F[9:4] = 6'b000000;
endmodule
module MY_EXOR(A,B,F);
	input [3:0] A,B;
	output [9:0] F;
	assign F[0] = A[0]^B[0];
	assign F[1] = A[1]^B[1];
	assign F[2] = A[2]^B[2];
	assign F[3] = A[3]^B[3];
	assign F[9:4] = 6'b000000;
endmodule
module MY_NOT(A,F);
	input [7:0] A;
	output [9:0] F;
	assign F[0] = ~A[0];
	assign F[1] = ~A[1];
	assign F[2] = ~A[2];
	assign F[3] = ~A[3];
	assign F[4] = ~A[4];
	assign F[5] = ~A[5];
	assign F[6] = ~A[6];
	assign F[7] = ~A[7];
	assign F[8] = 0;
	assign F[9] = 0;
endmodule
 module MULTIPLEXER(MODE,A,B,C,D,F);
	input [1:0] MODE;
	input [9:0] A,B,C,D;
	output reg [9:0] F;
	always @*
		case(MODE)
			2'b00: F = A;
			2'b01: F = B;
			2'b10: F = C;
			2'b11: F = D;
		endcase
endmodule
module MULTIPLEXER_2(MODE,A,B,C,D,F);
	input [1:0] MODE;
	input [9:0] A,B,C,D;
	output reg [9:0] F;
	reg [1:0] button;
	initial
	begin
		button = 2'b00;
	end
	always @(posedge MODE[0])
	begin
		button[0] = ~button[0];
	end
	always @(posedge MODE[1])
	begin
		button[1] = ~button[1];
	end
	always @*
		case(button)
			2'b00: F = A;
			2'b01: F = B;
			2'b10: F = C;
			2'b11: F = D;
		endcase
endmodule
module Project1_top(MODE, OP, IN, LED, HEX0, HEX1, HEX5, CLOCK);
	input [1:0] MODE,OP;
	input [7:0] IN;
	input CLOCK;
	output [9:0] LED;
	output [7:0] HEX0,HEX1,HEX5;
	wire [39:0] W;
	wire[9:0] F;
	ARITHMETIC A1(IN,OP,W[39:30]);
	LOGIC L1(IN,OP,W[29:20]);
	COMPARISON C1(IN,OP,W[19:10]);
	MAGIC MA1(CLOCK, W[9:0]);
	MULTIPLEXER_2 M1(MODE,W[39:30],W[29:20],W[19:10],W[9:0],F);
	print_mode P1(MODE,HEX5);
	eight_segment E1(F[7:4],HEX1[7:0]);
	eight_segment E2(F[3:0],HEX0[7:0]);
	assign LED = F;
endmodule
module eight_segment(IN,OUT);
	input [3:0] IN;
	output reg [7:0] OUT;
	always @*
		case(IN)
			4'b0000: OUT = 8'b11000000;
			4'b0001: OUT = 8'b11111001;
			4'b0010: OUT = 8'b10100100;
			4'b0011: OUT = 8'b10110000;
			4'b0100: OUT = 8'b10011001;
			4'b0101: OUT = 8'b10010010;
			4'b0110: OUT = 8'b10000010;
			4'b0111: OUT = 8'b11111000;
			4'b1000: OUT = 8'b10000000;
			4'b1001: OUT = 8'b10010000;
			4'b1010: OUT = 8'b10001000;
			4'b1011: OUT = 8'b10000011;
			4'b1100: OUT = 8'b11000110;
			4'b1101: OUT = 8'b10100001;
			4'b1110: OUT = 8'b10000110;
			4'b1111: OUT = 8'b10001110;
		endcase
endmodule
module MAGIC(clock, lights);
	input clock;
	output reg [9:0] lights;
	reg [3:0] state;
	initial state=4'b0000;
	integer counter;
	integer forward;
	parameter A=10'b0000000000;
	parameter B=10'b1000000000;
	parameter C=10'b1100000000;
	parameter D=10'b0110000000;
	parameter E=10'b0011000000;
	parameter F=10'b0001100000;
	parameter G=10'b0000110000;
	parameter H=10'b0000011000;
	parameter I=10'b0000001100;
	parameter J=10'b0000000110;
	parameter K=10'b0000000011;
	parameter L=10'b0000000001;
	parameter M=10'b0000000000;
	always@(posedge clock)
		if(counter ==650000) begin  
		case(state)
			4'b0000: begin
							lights=A;
							state=4'b0001;
							forward=1;
						end
			4'b0001: begin
							lights=B;
							if (forward) state=4'b0010;
							else state=4'b0000;
						end
			4'b0010: begin
							lights=C;
							if (forward) state=4'b0011;
							else state=4'b0001;
						end
			4'b0011: begin
							lights=D;
							if (forward) state=4'b0100;
							else state=4'b0010;
						end
			4'b0100: begin
							lights=E;
							if (forward) state=4'b0101;
							else state=4'b0011;
						end
			4'b0101: begin 
							lights=F;
							if (forward) state=4'b0110;
							else state=4'b0100;
						end
			4'b0110: begin 
							lights=G;
							if (forward) state=4'b0111;
							else state=4'b0101;
						end
			4'b0111: begin 
							lights=H;
							if (forward) state=4'b1000;
							else state=4'b0110;
						end
			4'b1000: begin 
							lights=I;
							if (forward) state=4'b1001;
							else state=4'b0111;
						end
			4'b1001: begin 
							lights=J;
							if (forward) state=4'b1010;
							else state=4'b1000;
						end
			4'b1010: begin 
							lights=K;
							if (forward) state=4'b1011;
							else state=4'b1001;
						end
			4'b1011: begin 
							lights=L;
							if (forward) state=4'b1100;
							else state=4'b1010;
						end
			4'b1100: begin 
							lights=M;
							state=4'b1011;
							forward=0;
						end			
		endcase
		counter =0;
		end else begin
			counter=counter +1;
		end
endmodule 
module print_mode(MODE,HEX5);
	input [1:0] MODE;
	output reg [7:0] HEX5;
	reg [1:0] k;
	initial
	begin
		k[0] = 0;
		k[1] = 0;
	end
	always @(posedge MODE[0])
	begin
		k[0] = ~k[0];
	end
	always @(posedge MODE[1])
	begin
		k[1] = ~k[1];
	end
	always @*
		case(k)
			2'b00: HEX5 = 8'b10001000;
			2'b01: HEX5 = 8'b11000111;
			2'b10: HEX5 = 8'b11000110;
			2'b11: HEX5 = 8'b11000001;
		endcase
endmodule
[./constraint.sdc]
current_design DE10_LITE_Golden_Top

set clk_period 5.5
set clk_io_pct 0.2

create_clock -name clk0 -period $clk_period [get_ports {ADC_CLK_10}]
create_clock -name clk1 -period $clk_period [get_ports {KEY}]

set non_clock_inputs [all_inputs -no_clocks]
set_input_delay [expr $clk_period * $clk_io_pct] -clock clk0 $non_clock_inputs
set_output_delay [expr $clk_period * $clk_io_pct] -clock clk0 [all_outputs]
==> GITHUB_STEP_SUMMARY <==
### Metrics collected by this job

| Metric | Value |
|---|---|
| Log Warnings | `168` |
| Ys async rst share | `0%` |
| Crit path capture | `HEX1[3]` |
| Clock share of power | `40.8%` |
| Die Height | `96.25 um` |
| Biggest area cells | `dfxtp_1, buf_4, ha_1` |
| Die Span X | `96.25 um` |
| Final setup violation count | `0` |
| GRT Residual Overflow | `0` |
| Layout cells sized above 1 | `between 20% and 30%` |
| First-pass GRT wire length | `14.79 mm` |
| Vias in the first global route | `3214` |
| Post-DRT Antenna Nets | `0` |
| Pre-Place Util | `51.18%` |
| Switching power | `0.1966 mW` |
| Clock sink total | `slightly above 50` |
| Endpoints left unconstrained | `71` |
| Initial antenna violation count | `0` |
| R2R depth | `7` |
| Largest net degree at the start of global routing | `19` |
| CP arrival | `around 4.3 ns` |
| Endpoint type of the worst setup path | `output port` |
| Skew final | `0.009315 ns` |
| IO buf count | `39` |
| Antenna diodes | `0` |
| Routability cong. | `0.8742` |
| Initial drt markers | `just under 80` |
| Worst Hold Depth | `1` |
| Type of the worst min-delay path | `flip-flop to flip-flop` |
| Post-layout util | `between 60 and 70%` |
| Critical path class | `input pin to output port` |
| Clk slew on worst S/H paths | `~0.02 ns` |
| CTS Hold Bufs | `0` |
| Crit path from | `SW[4]` |
| Final max-slew violation count | `0` |
| Critical path startpoint category | `input pin` |
| Total GRT Usage | `21.16%` |
| Area grow syn2layout | `21.66%` |
| Crit Path Max Fanout | `4` |
| Hold Violations, Final | `0` |
| Required time of the critical path | `between 4 and 5 ns` |
| Vias/cell | `5.057` |
| Pwr/cell area | `around 170 mW/mm^2` |
| Router iterations before antenna repair | `4` |
| Combinational share of power | `16.4%` |
| Internal Power | `0.7028 mW` |
| Ys flop type | `dfxtp_1` |
| Syn Std Cell Area | `0.004442 sq mm` |
| Syn. warnings | `48` |
| Slew @ Worst Pin | `0.9218 ns` |
| CTS tree | `built` |
| Routed WL | `9.162 mm` |
| Slew Limit Headroom | `38.07%` |
| Status | `finished clean` |
| Sequential area share after synthesis | `a little over a quarter` |
| Flip-flops with a built-in enable | `15` |
| Sw Share | `between 20% and 30%` |
| FF-to-FF setup slack | `3.17 ns` |
| I/O pin count | `185` |
| Dominant cell type by area after synthesis | `dfxtp_1` |
| Max-Cap Viols | `0` |
| Synth flops | `between 50 and 60` |
| Unique cell types | `69` |
| Core Area | `0.008678 sq mm` |
| Syn_area_per_cell | `8.866 sq um` |
| Commonest Layout Cell | `conb_1` |
| RSZ-0062 raised after global routing | `yes` |
| R2r startpoint | `P1.MA1.counter[0]$_SDFF_PP0_` |
| Leakage | `2.358 nW` |
| Max VDD drop | `around 210 uV` |
| Final Non-Filler Cells | `approximately 700` |
| Share of power burned in registers | `42.7%` |
| Routed vias | `around 3500` |
| Yosys stat area | `0.004442 sq mm` |
| Die area | `0.009264 sq mm` |
| Core Rows | `34` |
| Post-Synthesis Cells | `501` |
| Design Power | `0.8994 mW` |
| Critical R2R Capture | `P1.MA1.counter[30]$_SDFF_PP0_` |
| Largest type area fraction | `16.23%` |
| Placed cells | `678` |
| Most instantiated logic cells after routing | `conb_1, buf_4, dfxtp_1` |
| Dpl hpwl | `6.840 mm` |
| Yosys cell count | `501` |
| Routed WL per cell | `about 13 um` |
| Remaining DRCs | `0` |
| TNS Setup | `0 ns` |
-- routing by layer --
layer / vias up / routed length [um] / track usage [%]
met3: 7 / 441 / 3.052
met4: 0 / 99 / 2.488
li1: 1784 / - / -
met1: 1650 / 4150 / 30.65
met2: 99 / 4471 / 35.64
met5: - / 0 / 0
-- cells by family (layout without fill, tap and decap cells) --
kind of cell | after synthesis | in the layout | synth area share, %
xor gates and xnor gates | 34 | 34 | 6.704
AOI/OAI and AO/OA | 66 | 66 | 11.16
other | 2 | 68 | 0.1691
muxes | 18 | 18 | 6.507
DFF | 51 | 51 | 26.37
buffers and inverters | 127 | 152 | 17.44
adders and majority gates | 43 | 43 | 13.13
and+or+nand+nor | 160 | 160 | 18.54
-- power groups by stage --
stage	Clock [mW]	Combinational, mW	Sequential [mW]
final	0.367	0.148	0.384
after global routing	0.400	0.168	0.384
after CTS	0.386	0.143	0.384
-- metrics by stage --
step | worst slack (ns) | instance area, sq um | hold slack (ns)
2_1_floorplan | 0.1111 | 4690 | 0.3972
3_3_place_gp | -1.012 | 5005 | 0.4135
3_5_place_dp | -1.008 | 5005 | 0.4219
4_1_cts | -0.07023 | 5394 | 0.4341
5_1_grt | -0.02006 | 5404 | 0.4539
6_report | 0.06715 | 5404 | 0.4320
-- worst min path at each step --
stage / startpoint / end / slack, ns
final: P1.P1.k[0]$_DFF_P_ / P1.P1.k[0]$_DFF_P_ / 0.43
after global routing: P1.P1.k[0]$_DFF_P_ / P1.P1.k[0]$_DFF_P_ / 0.45
after CTS: P1.P1.k[0]$_DFF_P_ / P1.P1.k[0]$_DFF_P_ / 0.43
-- critical path: stages --
cell and delay [ns]:
buf_8 0.08, inv_4 0.03, ha_4 0.14, fa_2 0.33, fa_2 0.36, fa_2 0.46
ha_4 0.17, and2_4 0.15, mux4_2 0.46, nand2_2 0.10, o21ai_4 0.09, inv_2 0.10
ha_4 0.20, mux4_2 0.44, buf_2 0.13
-- Yosys cell counts, types with 3 or more instances --
cell       n
xnor2_1   20
xor2_1    14
ha_1      37
mux4_2     6
a22o_1     3
nand2_1   37
a21boi_0   4
edfxtp_1  15
a21oi_1   10
nor2_1    34
and2_1     7
nor2b_1    7
o21ai_0    8
and3_1     6
buf_4     70
nor4b_1    4
o32ai_1    3
a31oi_1    3
clkbuf_1   8
inv_1     36
nand2b_1   5
o22ai_1    4
nor4_1     6
fa_1       6
a311oi_1   3
nor3_1    10
dfxtp_1   36
nand4_1   13
nand3_1   18
mux2i_1    9
nor3b_1    3
buf_2      6
-- registers in the layout (all words and copies together), names as in the netlist --
signal          count
P1.M1.button        2
P1.MA1.counter     32
P1.MA1.state        4
P1.MA1.lights      10
P1.MA1.forward      1
P1.P1.k             2
-- area by class of cell --
class	count	area [sq um]
Multi-Input combinational cell	389	2895
Tap cell	108	135.1
Inverter	40	165.2
Sequential cell	51	1171
Timing Repair Buffer	98	830.8
Clock buffer	14	206.4
Fill cell	744	3274
-- timing repair --
action | 4_1_cts | 5_1_grt
pin swaps | 16 | 11
setup endpoints to repair | 18 | 15
resized | 84 | 10
setup buffers | 8 | 2
No activity file was given, so power comes from the tool's default toggle rates.
